[design/flow/design.v]
`timescale 1ns / 1ps
module control (
	input 	    clk,
	input 	    rst,
	input 	    data_in_valid,
	input [1:0] cnt_data,
	output 	    cnt_rst, cnt_en,
	output 	    reg_en
);
   reg   state, state_nxt;
   always @ (posedge clk) begin
      if(rst)
	state <= 1'b0;
      else
	state <= state_nxt;
   end
   always @* begin
      state_nxt = state;  
      case (state)
	1'b0:  
	  if(data_in_valid)  
	    state_nxt = 1'b1;
	default:; 
      endcase    
   end 
   assign cnt_rst = data_in_valid;
   assign cnt_en = (state != 1'b0);  
   assign reg_en = data_in_valid | (cnt_data < 2'd3);
endmodule
`timescale 1ns/1ps
module counter (
  input 	   clk,
  input 	   rst,
  input 	   en,
  output reg [1:0] data_out
);
   always @ (posedge clk) begin
      if (rst == 1'b1) begin  
	 data_out <= 2'b0;
      end
      else if (en == 1'b1 ) begin  
	 if(data_out != 2'b11)  
	    data_out <= data_out+1'b1;  
      end
   end
endmodule
`timescale 1ns/1ps
module register (
  input		    clk,
  input             en,
  input    [31:0] data_in,   
  output reg [31:0] data_out    
);
always @ (posedge clk)
   if (en == 1'd1)  
     data_out <= data_in;
endmodule
`timescale 1ns / 1ps
module top (  
	input 	      clk,
	input 	      rst,
	input [7:0]   data_in,
	input 	      data_in_valid,
	output [31:0] data_out,
	output 	      data_out_valid
);
   wire 	      cnt_rst, cnt_en;
   wire [1:0] 	      count;
   wire 	      reg_en;
   wire [31:0] 	      reg_data_in, reg_data_out;
   assign data_out = reg_data_out;
   assign data_out_valid = data_in_valid;
   assign reg_data_in = data_in_valid? data_in : data_in*reg_data_out;
   counter cnt (
	       	.clk(clk),
	       	.rst(cnt_rst),
	       	.en(cnt_en),
	       	.data_out(count)
		);
   register preg (
	       	    .clk(clk),
	       	    .en(reg_en),
	       	    .data_in(reg_data_in),
	       	    .data_out(reg_data_out)
		    );
   control controler (
		      .clk(clk),
		      .rst(rst),
		      .data_in_valid(data_in_valid),
		      .cnt_data(count),
		      .cnt_rst(cnt_rst), 
		      .cnt_en(cnt_en),
		      .reg_en(reg_en)
		      );
endmodule
[design/flow/run.sh]
#!/bin/bash
# OpenROAD 26Q1-2900-gdf79404cd8, Yosys 0.63+post, stock flow scripts
make -C /OpenROAD-flow-scripts/flow DESIGN_CONFIG=/design/flow/config.mk WORK_HOME=/design/flow/orfs finish
[design/flow/config.mk]
export PLATFORM = sky130hd
export DESIGN_NAME = top
export DESIGN_NICKNAME = top
export VERILOG_FILES = /design/flow/design.v
export SDC_FILE = /design/flow/constraint.sdc
export NUM_CORES = 4
export LEC_CHECK = 1
export CORE_UTILIZATION = 30
[design/flow/constraint.sdc]
current_design top

set clk_period 13.2
set clk_io_pct 0.2

create_clock -name clk0 -period $clk_period [get_ports {clk}]

set non_clock_inputs [all_inputs -no_clocks]
set_input_delay [expr $clk_period * $clk_io_pct] -clock clk0 $non_clock_inputs
set_output_delay [expr $clk_period * $clk_io_pct] -clock clk0 [all_outputs]
==> metrics.sh <==
RESULT_OF_THE_RUN='finished clean'
DR.PASS1.ITERS=4
RSZ_0062_RAISED_AFTER_GLOBAL_ROUTING='no'
PLACED_AREA_UM2=8800
ASYNC_FLOP_SHARE=0
ROUTE.ANTENNA.DIODE_COUNT=0
OPENROAD.WARNINGS=25
NUM_VIAS=5674
CRITPATHCAPTURETYPE='flip-flop'
GRT.MET2_USAGE=0.263
CHIP_AREA_FROM_THE_YOSYS_SYNTHESIS_STATISTICS_UM2=7980
VIAS_IN_THE_FIRST_GLOBAL_ROUTE=6063
FINAL_REPORT_SETUP_VIOLATION_COUNT=0
IOPINCOUNT=44
CRITICAL_PATH_ARRIVAL_NS=7.66
FINALMAXSLEWVIOLATIONS=0
SYN_AVG_CELL_AREA_UM2=9.46
FP-ROW-COUNT=59
CORE_UTIL_FLOORPLAN=0.306
YOSYSUNIQUECELLTYPES=53
INITIAL_ANTENNA_VIOLATION_COUNT=0
WORST_SLEW_PIN_SLEW_NS=0.541
FINALWIRELENGTH_UM=18100
SETUP_SLACK_AFTER_PLACEMENT_NS=5.27
ANT_NETS=0
POST_LAYOUT_PERIOD_USAGE_OF_THE_WORST_PATH=0.578
HOLDCRITPATHCLASS='reg -> reg'
NUMBER_OF_CELLS_UPSIZED_OR_DOWNSIZED_AFTER_CTS=0
CLK_TRANSITION_REPORTED_PATHS_NS=0.06
CTS_MAX_LEVEL=2
TOP_AREA_FRAC=0.392
POST_SYNTH_INST_COUNT=843
DETAIL_PLACEMENT_HPWL_UM=14000
CRIT_PATH_MAX_FANOUT=30
DIE_W_UM=165
POST_ROUTE_CELL_AREA_UM2=8940
TOP_CELL='and2_1'
LOGIC_AREA_UM2=6330
FILLER_CELL_COUNT=2594
AREA_GROWTH_PCT=12.0
DIE_AREA_UM2=27200
CLOCK_SKEW_NS=0.00825
CTS-HOLD-FIX-BUFFERS=0
ACHIEVABLE-FREQUENCY_MHz=131
CRITPATHLAUNCHTYPE='input port'
WORST-ENDPOINT-REQUIRED_NS=13.23
NETLIST_TOP_CELLS_COUNT='174 x and2_1, 156 x fa_1, 138 x inv_1'
NUMPORTBUFFERS=43
AVGROUTEDWIREPERCELL_UM=14.9
CLK_LATENCY_NS=0.28
R2R-END='preg.data_out[25]'
YS_TOP_CELLS_BY_AREA='fa_1 39%, and2_1 14%, edfxtp_1 12%'
WORST_HOLD_PATH.ENDPOINT='controler.state'
YS_SEQ_SHARE=0.128
YOSYS_WARNINGS=3
POSTCTSSETUPREPAIRBUFS=0
DRV.MAX_CAP_VIOLATION_COUNT=0
WORST_R2R_PATH_CELLS=14
PLACE.GP.CONGESTION=0.871
NUMSYNTHFLOPS=35
HOLD_DEPTH=2
BUSIEST_LAYER='met2'
TIMING.FINAL.CRIT_PERIOD_NS=7.62
MET3_USAGE=0.0318
HOLD_VIOL_FINAL=0
FIN_TNS_SETUP_NS=0
DIE_H_UM=165
FF2FF_SETUP_SLACK_NS=8.03
NUMCLOCKSINKS=35
REGISTER_AREA_UM2=1020
ROOT_BUFFER='clkbuf_16'
DRT_DRC_VIOLATIONS_LEFT=0
RELSLEWSLACK=0.630
CLOCK_TREE.BUFFER_DEPTH=2
CRIT_TYPE='in -> reg'
TRITONCTS.NUM_BUFFERS=5
DRT_ITER0_MARKERS=169
WORST_HOLD_STARTPOINT='controler.state'
VIAS_PER_CELL=4.68
GRT_START_MAX_NET_PINS=45
YOSYS.AREA.TOP_TYPE='fa_1'
TOP_FF_CELL_SYNTH='edfxtp_1'
CLOCK_TREE_FROM_TRITONCTS='done'
GR-USAGE-ALL-LAYERS=0.155
POST-ROUTE-UTIL=0.343
RR_STARTPOINT='preg.data_out[8]'
SYNTH.CELL_AREA_UM2=7980
LAYOUT_CELLS_SIZED_ABOVE_1=0.0331
PLACEABLECOREAREA_UM2=26100
GRT_FIRST_PASS_WIRELENGTH_UM=31600
FINAL_CRITICAL_PATH_SETUP_SLACK_NS=5.58
SYNTH.YOSYS.NUM_CELLS=843
ENABLE_FLOP_CELLS=32
GLOBALROUTEOVERFLOWTOTAL=0
GRT.MET1_USAGE=0.216
[metal layers]
layer  vias up  routed length [um]
met5         -                   0
met2       113                9240
met3        19                 874
li1       2674                   -
met4         0                 247
met1      2868                7750
[cell families after synthesis]
group / share of synthesized area
adders and majority gates: 0.456
and+or+nand+nor: 0.214
xor gates and xnor gates: 0.0347
AOI/OAI and AO/OA: 0.0780
buffers and inverters: 0.0781
muxes: 0.0116
DFF: 0.128
[through the flow]
stage          std cells  hold slack, ns
2_1_floorplan        843           0.427
3_3_place_gp        1204           0.448
3_5_place_dp        1204           0.453
4_1_cts             1212           0.466
5_1_grt             1212           0.492
6_report            1212           0.458
[worst max path at each step]
| stage | start | end | slack, ns | cells after the start |
|---|---|---|---|---|
| finish | data_in[3] | preg.data_out[24] | 5.58 | 16 |
| CTS | data_in[3] | preg.data_out[25] | 5.59 | 16 |
| global route | data_in[3] | preg.data_out[25] | 5.32 | 16 |
[worst max-delay path, cell delays in order]
cell and delay [ns]:
clkdlybuf4s50_1 0.45, buf_4 0.32, and2_1 0.21, fa_1 0.44, fa_1 0.50, fa_1 0.52
inv_1 0.06, fa_1 0.48, inv_1 0.04, ha_1 0.36, and3_1 0.22, and3_1 0.19
or4b_4 0.49, a21oi_4 0.29, o22ai_2 0.14, mux2_4 0.30
[final cells by class]
type	count	share of cell area
sequential	35	0.114
clock buffer	7	0.0148
inverter	138	0.0580
tap	335	0.0469
timing repair buffer	53	0.0566
multi-input combinational	643	0.709
clock inverter	1	0.000840
[flip-flops by register name, summed over array words and instances, names as in the netlist]
register,count
cnt.data_out,2
preg.data_out,32
controler.state,1
[layout by cell type, fill, tap and decap left out, types with 2 or more instances in the layout]
cell,netlist,final
nor3_1,5,5
o21ai_0,13,13
clkbuf_16,0,5
a21oi_1,28,28
edfxtp_1,32,32
xnor2_1,17,17
o21a_1,6,6
mux2_2,3,3
mux2_1,3,3
o21bai_1,3,3
fa_1,156,156
xor2_1,12,12
and2_1,174,174
o211ai_1,2,2
a211o_1,4,4
ha_1,41,41
o31ai_1,3,3
buf_4,1,10
nand2_1,75,75
a211oi_1,5,5
dfxtp_1,3,3
clkdlybuf4s50_1,0,43
a21oi_2,3,3
nor2_1,36,36
o21ai_1,3,3
inv_1,138,138
nand2b_1,3,3
nand3_1,3,3
a21o_1,6,6
and3_1,4,4
nor2b_1,8,8
a31oi_1,3,3
clkbuf_1,26,2
or4_1,2,2
o311ai_0,2,2
