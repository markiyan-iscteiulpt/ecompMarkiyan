$ cat design.v
`timescale 1ns/1ps
module divider (
                  input clk,
                  input [3:0] a,
                  input [3:0] b,
                  output reg [7:0] c
                  );
   reg [7:0]      y0, y1, y2;
   always @(posedge clk) begin 
        y0 <= b[0]? a:0;
        y1 <= y0 + ((b[1]? a : 0)<<1);
        y2 <= y1 + ((b[2]? a : 0)<<2);
        c  <= y2 - ((b[3]? a : 0)<<3);
   end
endmodule
$ cat run.sh
#!/bin/bash
# OpenROAD 26Q1-2900-gdf79404cd8, Yosys 0.63+post, stock flow scripts
make -C /OpenROAD-flow-scripts/flow DESIGN_CONFIG=/design/flow/config.mk WORK_HOME=/design/flow/orfs finish
$ cat config.mk
export PLATFORM = sky130hd
export DESIGN_NAME = divider
export DESIGN_NICKNAME = divider
export VERILOG_FILES = /design/flow/design.v
export SDC_FILE = /design/flow/constraint.sdc
export NUM_CORES = 4
export LEC_CHECK = 1
export CORE_AREA = 10 10 91 91
export DIE_AREA = 0 0 101 101
$ cat constraint.sdc
current_design divider

set clk_period 3.0
set clk_io_pct 0.2

create_clock -name clk0 -period $clk_period [get_ports {clk}]

set non_clock_inputs [all_inputs -no_clocks]
set_input_delay [expr $clk_period * $clk_io_pct] -clock clk0 $non_clock_inputs
set_output_delay [expr $clk_period * $clk_io_pct] -clock clk0 [all_outputs]
==> flow_summary.ini <==
; yosys + openroad results
[yosys]
compound_area_frac = 0.0620
ys_seq_frac = 0.517
yosysWarnings = 1
area_leaders = dfxtp_1 52%, ha_1 14%, and2_1 6.5%
ys_sh_xor = 0.0543
synthMuxAreaShare = 0
yosysUniqueCellTypes = 16
yosysTopAreaCell = dfxtp_1
top_logic_kind = adder cells
syn-instance-count = 87
syn_area_per_cell_sq_um = 11.1
async_flop_share = 0
synthAdderAreaFrac = 0.204
ys.flop_type = dfxtp_1
synth_area_sq_um = 968
yosys-stat-area_sq_um = 968
synth_top_area_share = 0.517
synth_stat.cells = 87
numSynthFlops = 25
edf_count = 0
simple_gate_share = 0.116

[sta]
finalSetupViolCount = 0
tightestPinTransition_ns = 0.184
finalClockSkew_ns = 0.00110
drv_slew = 0
tns_ns = 0
hold_slack_ns = 0.332
period_minus_slack_ns = 2.02
period_used_share = 0.673
fin_ws_ns = 0.981
hold_viol = 0
maxSlewHeadroom = 0.877
grt_setup_unrepaired = false
fmax_ghz = 0.495

[critical_path]
startpoint_type = input pin
cp-end-kind = flop
cp.required_ns = 3.20
arrival_ns = 2.22
cp_max_fo = 4
path_class = input pin to flop

[cts]
h-tree-depth = 1
clk_pin_slew_worst_paths_ns = 0.08
cts-root-buf = clkbuf_8
cts_hold_buf = 0
clock_latency_ns = 0.26
cts_made_buffers = 3
postCtsResizedCells = 0
postCtsSetupRepairBufs = 0
cts_sinks = 25
cts_tree = yes
clk_path_buf_depth = 2

[place]
io_buffers = 16
place_ws_ns = 0.697
placed_area_sq_um = 1220
place_hpwl_um = 1280
place_congestion = 0.793

[drt]
diodes = 0
dr_total_vias = 588
drc = 0
post_drt_wl_per_cell_um = 8.19
via_per_inst = 3.20
first_iter_violations = 19
drt_first_pass_iters = 2
drtAntennaViolNets = 0
wl_um = 1510

[floorplanning]
core_area_sq_um = 6350
io_pins = 17
row_count = 29
die_w_um = 101
dieArea_sq_um = 10200
die_h_um = 101
fp-utilization = 0.153

[layout]
layout_top_cell = dfxtp_1
lay_top_cells = 25 x dfxtp_1, 16 x clkdlybuf4s50_1, 12 x inv_1
fill_cells = 672
syn_to_final_growth_pct = 31.5
design_area_sq_um = 1270
layout-drive-gt1-share = 0.0561

[status]
status = completed

[flow_run]
maxCapViolations = 0
warnings = 25

[global_routing]
gr-total-overflow = 0
antenna_found_initial = 0
grt_usage = 0.0297
grt_max_degree = 16
grt_pass1_wl_um = 2470
grt_pass1_vias = 582

[power_and_ir_drop]
powerDensity_nw_per_um2 = 579
p_leak_nw = 0.567
irDropWorstVdd_mv = 0.234
total_power_mw = 0.737

[hold_path]
hold_path.class = flop to flop
[critical path: stages]
cell             delay (ns)
clkdlybuf4s50_1        0.55
and2_1                 0.15
ha_1                   0.15
inv_1                  0.06
fa_1                   0.41
a21o_1                 0.17
a21oi_1                0.12
[final cells by class]
| type | count | area [sq um] | share of cell area |
|---|---|---|---|
| tap | 77 | 96.3 | 0.0756 |
| multi-input combinational | 50 | 423 | 0.332 |
| inverter | 12 | 45.0 | 0.0354 |
| clock inverter | 1 | 7.51 | 0.00589 |
| clock buffer | 3 | 41.3 | 0.0324 |
| sequential | 25 | 500 | 0.393 |
| timing repair buffer | 16 | 160 | 0.126 |
[state kept, by name (all words and copies together), names as in the netlist]
signal	cells
y2	7
y1	6
c	8
y0	4
[cells by family (layout without fill, tap and decap cells)]
family,count (synthesis),in the layout
compound gates,9,9
xor+xnor,6,6
fa+ha+maj,14,14
buf+inv,12,32
flops,25,25
simple gates,21,21
[Yosys cell counts (all sizes together) (3+ instances only)]
master / number
and2: 10
a21o: 3
ha: 11
xor2: 3
inv: 12
fa: 3
dfxtp: 25
a21oi: 5
nand2: 7
xnor2: 3
[where the power goes]
part / switching (mW) / internal, mW / leakage [nW]
combinational: 0.0499 / 0.0947 / 0.336
clock: 0.0971 / 0.0938 / 0.0217
sequential: 0.0167 / 0.385 / 0.209
total: 0.164 / 0.574 / 0.567
[metrics by stage]
step,std cells,util
finish,184,0.201
global route,184,0.201
CTS,184,0.201
detailed placement,180,0.193
global placement,180,0.193
floorplan,87,-
[routing by layer]
| layer | routed length [um] | global-route usage |
|---|---|---|
| met4 | 16 | 0.00429 |
| met2 | 619 | 0.0452 |
| met3 | 158 | 0.0166 |
| met1 | 713 | 0.0369 |
| met5 | 0 | 0 |
[worst paths after layout]
path / start / endpoint / cells after the start / slack [ns]
max: b[3] / c[7] / 7 / 0.98
min reg2reg: y1[1] / y2[1] / 0 / 0.33
min: y1[1] / y2[1] / 0 / 0.33
max reg2reg: y2[3] / c[7] / 6 / 1.68
No activity file was given, so power comes from the tool's default toggle rates.
