==> ./design.v <==
`timescale 1ns/1ps
module average (
                  input x_load,
                  input [3:0] x,
		  input rst,
		  input clk,
                  output reg [5:0] y 
                  );
   reg [3:0]	x1,x2,x3,x4;
   reg [5:0]                  x12,x34;
   always @(posedge clk) begin 
	if (rst)
	begin
		y<=6'd0;
		x12<=6'd0;
		x34<=6'd0;
		x1<=4'd0;
		x2<=4'd0;
		x3<=4'd0;
		x4<=4'd0;
	end
	else
	if (x_load)
	begin
	x4<=x3;
	x3<=x2;
	x2<=x1;
	x1<=x;
	x12<=x1+x2;
	x34<=x3+x4;
	y<=x12+x34;
	end	
   end
endmodule
==> ./run.sh <==
#!/bin/bash
# OpenROAD 26Q1-2900-gdf79404cd8, Yosys 0.63+post, stock flow scripts
make -C /OpenROAD-flow-scripts/flow DESIGN_CONFIG=/design/flow/config.mk WORK_HOME=/design/flow/orfs finish
==> ./config.mk <==
export PLATFORM = sky130hd
export DESIGN_NAME = average
export DESIGN_NICKNAME = average
export VERILOG_FILES = /design/flow/design.v
export SDC_FILE = /design/flow/constraint.sdc
export NUM_CORES = 4
export LEC_CHECK = 1
export CORE_AREA = 10 10 111 111
export DIE_AREA = 0 0 121 121
==> ./constraint.sdc <==
current_design average

set clk_period 1.8
set clk_io_pct 0.2

create_clock -name clk0 -period $clk_period [get_ports {clk}]

set non_clock_inputs [all_inputs -no_clocks]
set_input_delay [expr $clk_period * $clk_io_pct] -clock clk0 $non_clock_inputs
set_output_delay [expr $clk_period * $clk_io_pct] -clock clk0 [all_outputs]
==> results.txt <==
impl run done, here's what came out: status=finished, final reports clean, Init Core Util=16.1%, met2 GRT Util=5.68%, Via density=3.63, post-synthesis cell type count=28, All-Layer GR Usage=4.12%, Sink Count=32, yosys cell count=164, synthesis area per yosys=0.00159 sq mm, Cell Area, Synth=0.00159 sq mm, Least-Margin Pin Slew=0.300 ns, Clock Skew=0.00591 ns, Port Buffers=12, maximum fanout along the worst path=2, TritonCTS clock tree=built, Worst Hold Class=register to register, Tot Pwr=1580 uW, antenna viol nets, final=0, met1 GRT Util=6.29%, Fillers=1059, Worst VDD drop=0.000297 V, Reg clk slew, reported paths=0.07 ns, Post CTS Setup Buffer Count=0, hold_buf cts=0, final instance area=0.00198 sq mm, busiest grt layer=met1, GR Overflow Total=0, EDFF count, synth=0, most frequent cells in the layout=dfxtp_1 (32), nor2_1 (30), mux2i_1 (22), inv_1 (14), ha_1 (13), crit start category=register, CP arrival=1.91 ns, slew margin rel.=80.0%, area growth from synthesis to layout=24.4%, Ports=13, RSZ-0062 raised after global routing=no, clk latency late pin=0.28 ns, vias in the first global route=1055, DRC Markers=0, First DRT Iteration DRCs=65, worst r2r src=x34[0], Crit. End Element=register, Final Cycle Share=95.9%, fraction of registers with async set/reset=0%, initial antenna violation count=0, Num CTS Buffers=5, most frequent logic cell in the layout=dfxtp_1, Cells after Synth=164, Core Area=0.00986 sq mm, #FFs+latches synth=32, dpl ws=0.0943 ns, vias after detailed routing=1131, hold path startpoint=y[1], max_cap viols=0, CTS root buf=clkbuf_8, post-cts sizing count=0, Leak=0.000817 uW, Pwr per Cell Area=796 mW/mm^2, largest net degree at the start of global routing=37, setup violators final=0, height of the die=121 um, first-pass GRT wire length=5050 um, Yosys warning total=1, Avg Cell Area, Syn=9.70 sq um, First-pass DRT Iterations=4, min Tclk post-route=1.73 ns, dpl cell area=0.00187 sq mm, final tally of hold violations=0, chip area=0.0146 sq mm, Longest Clk Path Bufs=2, WL final=2950 um, Worst Setup SP=x34[0], GPL Wtd Cong=0.799, met3 usage=1.18%, Max Fclk=579 MHz, CTS H-tree depth=2, Post-synth top flop=dfxtp_1, fin. max-slew vios=0, layout cells sized above 1=6.15%, dpl hpwl=2180 um, fin worst setup slack=0.0738 ns, Die X=121 um, count of tool warnings=25, # rows=36, WL/cell=9.46 um, Synth Seq Share=40.3%, CP required=1.99 ns, Setup CP Type=register to register, n_diodes=0, Fin Setup TNS=0 ns
[report_power, final]
group          switching, uW  internal [uW]
logic                   73.7           76.8
clock network            265            410
registers               17.5            734
total                    356           1220
[worst max-delay path: stages, from the launching register on]
cell	delay [ns]
dfxtp_1	0.33
ha_1	0.16
inv_1	0.05
fa_1	0.39
or2b_1	0.25
a2111o_1	0.37
o311ai_1	0.07
[layer usage]
layer,part of all wire [%],wire (um)
met1,55,1620
met2,38,1130
met3,5.2,153
met4,1.8,53
met5,0,0
[cells by family (layout without fill, tap and decap cells)]
logic type               count (synthesis)  count (layout)  share of synthesized area (%)
flip-flops                              32              32                           40.3
adder cells (fa/ha/maj)                 16              16                           14.0
XOR/XNOR                                 3               3                           1.65
AND-OR/OR-AND                           24              24                           11.9
AND/OR/NAND/NOR                         45              45                           12.1
multiplexers                            22              22                           13.8
buffers and inverters                   22              37                           6.29
[final timing paths]
path	slack, ns	cells after the start	endpoint
worst min-delay path	0.48	2	y[1]
worst max register to register	0.07	6	y[4]
worst max-delay path	0.07	6	y[4]
worst min register to register	0.48	2	y[1]
[registers in the layout (all words and copies together), names as in the netlist]
name	cells
x4	4
x12	5
y	6
x1	4
x3	4
x2	4
x34	5
[layout make-up]
| class | instances | area (sq um) | share of cell area [%] |
|---|---|---|---|
| Multi-Input combinational cell | 110 | 851 | 43.0 |
| Sequential cell | 32 | 641 | 32.3 |
| Tap cell | 133 | 166 | 8.40 |
| Timing Repair Buffer | 15 | 163 | 8.21 |
| Clock buffer | 6 | 72.6 | 3.66 |
| Inverter | 14 | 52.6 | 2.65 |
| Clock inverter | 2 | 35.0 | 1.77 |
[synth_stat cells (4+ instances only)]
master	instances	area [sq um]
dfxtp_1	32	641
inv_1	14	52.6
mux2i_1	22	220
buf_4	4	30.0
nand2_1	6	22.5
ha_1	13	163
nor2_1	30	113
[stage by stage]
step | cells | util [%] | hold WS, ns
floorplan | 164 | - | 0.437
global placement | 304 | 19.0 | 0.468
detailed placement | 304 | 19.0 | 0.471
CTS | 312 | 20.1 | 0.481
global route | 312 | 20.1 | 0.536
finish | 312 | 20.1 | 0.477
Power and IR drop assume default switching activity.
